## ./design.v

```verilog
`timescale 1ns / 1ps
module Uart(
	input Clk,
	input Rstn,
	input SerDataIn,
	output reg [8:0] PalDataOut,
	output PalDataOutValid,
	input [7:0] PalDataIn,
	input PalDataInEn,
	output PalDataInPermit,
	output reg SerDataOut
	);
	reg SerDataInSync1,SerDataInSync2,SerDataInSync3;
	reg Parity;
	reg [2:0] RxState;
	reg [1:0] GateClkCnt;
	reg GateClk;
	reg [3:0] RxSampleCnt;
	reg [3:0] RxBitCnt;
	reg [3:0] TxState;
	reg [3:0] TxBitExtCnt;
	reg [7:0] PalDataTemp;
	reg [2:0] TxBitCnt;
	reg TxBusy;
	reg PalDataOutValidReg;
	localparam StRxIdle=3'd0;
	localparam StRxStartCheck=3'd1;
	localparam StRxBit=3'd2;
	localparam StRxGap=3'd3;
	localparam StRxStp=3'd4;
	localparam StTxIdle=3'd0;
	localparam StTxStartBit=3'd1;
	localparam StTxBit=3'd2;
	localparam StTxParity=3'd3;
	localparam StTxStpBit=3'd4;
	localparam StTxIntervl=3'd5;
	reg	[1:0] nGateClkCnt;
	reg nGateClk;
	always@(posedge Clk or negedge Rstn)begin
		if(!Rstn)begin
			GateClkCnt<=2'd0;
			GateClk<=1'd0;
		end
		else begin
			GateClkCnt<=nGateClkCnt;
			GateClk<=nGateClk;
		end
	end
	always@(*)begin
		if(GateClkCnt>=2'd2)begin
			nGateClkCnt=2'd0;
			nGateClk=1'd1;
		end
		else begin
			nGateClkCnt=GateClkCnt+1'd1;
			nGateClk=1'd0;
		end
	end
	reg nSerDataInSync1;
	reg nSerDataInSync2;
	reg nSerDataInSync3;
	always@(posedge Clk or negedge Rstn)begin
		if(!Rstn)begin
			SerDataInSync1<=1'b1;
			SerDataInSync2<=1'b1;
			SerDataInSync3<=1'b1;
		end
		else begin
			SerDataInSync1<=nSerDataInSync1;
			SerDataInSync2<=nSerDataInSync2;
			SerDataInSync3<=nSerDataInSync3;
		end
	end
	always@(*)begin
		nSerDataInSync1=SerDataIn;
		nSerDataInSync2=SerDataInSync1;
		nSerDataInSync3=SerDataInSync2;
	end
	reg [2:0] nRxState;
	reg [3:0] nRxSampleCnt;
	reg [3:0] nRxBitCnt;
	reg [8:0] nPalDataOut;
	reg nPalDataOutValidReg;
	always@(posedge Clk or negedge Rstn)begin
		if(!Rstn)begin
			RxState<=3'd0;
			RxSampleCnt<=4'd0;
			RxBitCnt<=4'd0;
			PalDataOut<=9'd0;
			PalDataOutValidReg<=1'b0;					
		end
		else begin
			RxState<=nRxState;
			RxSampleCnt<=nRxSampleCnt;
			RxBitCnt<=nRxBitCnt;
			PalDataOut<=nPalDataOut;
			PalDataOutValidReg<=nPalDataOutValidReg;	
		end
	end
	task task_default_rx;
		begin
			nRxState=RxState;
			nRxSampleCnt=RxSampleCnt;
			nRxBitCnt=RxBitCnt;
			nPalDataOut=PalDataOut;
			nPalDataOutValidReg=PalDataOutValidReg;	
		end
	endtask
	always@(*)begin
		task_default_rx;
		if(GateClk)begin
			case(RxState)
				StRxIdle:begin
					if(SerDataInSync3==1'b0)begin
						nRxState=StRxStartCheck;
						nRxSampleCnt=4'd0;
					end
					else begin
						nRxState=StRxIdle;
						nRxSampleCnt=4'd0;
					end
					nPalDataOutValidReg=1'b0;
					nRxBitCnt=4'd0;
					nPalDataOut=9'd0;
					end					
				StRxStartCheck:begin
					if(RxSampleCnt==4'd7)begin
						if(SerDataInSync3==1'b1)begin
							nRxState=StRxIdle;
							end
						else begin
							nRxState=StRxBit;
							end
						nRxSampleCnt=4'd0;
						end	
					else begin						
						nRxSampleCnt=RxSampleCnt+4'd1;
						nRxState=StRxStartCheck;		 
					end		
					nRxBitCnt=4'd0;
					nPalDataOut=9'd0;
					nPalDataOutValidReg=1'b0;
					end	
				StRxBit:begin
					if(RxSampleCnt==4'd15)begin
						if(RxBitCnt<=4'd7)begin
							nPalDataOut={SerDataInSync3,PalDataOut[8:1]};
							nRxBitCnt=RxBitCnt+4'd1;
							nRxState=StRxBit;
						end
						else begin 
							nPalDataOut={SerDataInSync3,PalDataOut[8:1]};
							nRxBitCnt=4'd0;
							nRxState=StRxGap;							
							end
						end
					nRxSampleCnt=RxSampleCnt+4'd1;
					nPalDataOutValidReg=1'b0;
					end		
				StRxGap:begin
					if(RxSampleCnt>=4'd0)begin
						nRxState=StRxStp;
						nRxSampleCnt=4'd0;
						end
					else begin
						nRxState=StRxGap;		 
						nRxSampleCnt=RxSampleCnt+4'd1;
					end
					nRxBitCnt=4'd0;
					nPalDataOutValidReg=1'b0;
					end	
				StRxStp:begin
					if(RxSampleCnt>=4'd15)begin	
						nRxState=StRxIdle;
						nPalDataOutValidReg=1'b1;
					end
					else begin				 
						nRxState=StRxStp;
						nPalDataOutValidReg=1'b0;
					end
					nRxSampleCnt=RxSampleCnt+4'd1;
					nRxBitCnt=9'd0;
					end
				default:begin
					nRxState=StRxIdle;
					nRxSampleCnt=4'd0;
					nRxBitCnt=4'd0;
					nPalDataOut=9'd0;
					nPalDataOutValidReg=1'b0;					
					end
				endcase
		end
	end
	reg [3:0]	nTxState;
	reg [3:0]	nTxBitExtCnt;
	reg [2:0]	nTxBitCnt;
	reg nSerDataOut;
	reg [7:0]	nPalDataTemp;
	reg nTxBusy;
	reg nParity;
	always@(posedge Clk or negedge Rstn)begin
		if(!Rstn)begin
				TxState<=4'd0;
				TxBitExtCnt<=4'd0;
				TxBitCnt<=3'd0;
				SerDataOut<=1'b1;
				PalDataTemp<=8'd0;
				TxBusy<=1'b0;
				Parity<=1'b0;
		end
		else begin
				TxState<=nTxState;
				TxBitExtCnt<=nTxBitExtCnt;
				TxBitCnt<=nTxBitCnt;
				SerDataOut<=nSerDataOut;
				PalDataTemp<=nPalDataTemp;
				TxBusy<=nTxBusy;
				Parity<=nParity;
		end
	end
	task task_default_tx;
	begin
		nTxState=TxState;
		nTxBitExtCnt=TxBitExtCnt;
		nTxBitCnt=TxBitCnt;
		nSerDataOut=SerDataOut;
		nPalDataTemp=PalDataTemp;
		nTxBusy=TxBusy;
		nParity=Parity;
	end
	endtask
		always@(*)begin
			task_default_tx;
			if(GateClk) begin
				case(TxState)
					StTxIdle:begin
						if(PalDataInEn==1'b1)begin
							nTxState=StTxStartBit;
							nTxBusy=1'b1;
							nParity=~^PalDataIn;
							nPalDataTemp=PalDataIn;
							nSerDataOut=1'b0;	
						end
						end	
					StTxStartBit:begin
						if(TxBitExtCnt==4'd15)begin
							{nPalDataTemp[6:0],nSerDataOut}=PalDataTemp[7:0];
							nTxState=StTxBit;
							end
						nTxBitExtCnt=TxBitExtCnt+4'd1;																
						end							
					StTxBit:begin
						if(TxBitExtCnt==4'd15)begin
							if(TxBitCnt<=3'd6)begin
								{nPalDataTemp[6:0],nSerDataOut}=PalDataTemp[7:0];
								nTxBitCnt=TxBitCnt+3'd1;
								end
							else begin
								nTxBitCnt=3'd0;
								nSerDataOut=Parity;
								nTxState=StTxParity; 
								end										
							end
						nTxBitExtCnt=TxBitExtCnt+4'd1;								
						end
					StTxParity:begin
						if(TxBitExtCnt==4'd15)begin
							nSerDataOut=1'b1;
							nTxState=StTxStpBit;										
							end
						nTxBitExtCnt=TxBitExtCnt+4'd1;								
						end
					StTxStpBit:begin
						if(TxBitExtCnt==4'd15)begin
							nTxState=StTxIntervl;										
							end
						nTxBitExtCnt=TxBitExtCnt+4'd1;	
						end
					StTxIntervl:begin
						if(TxBitExtCnt==4'd15)begin
							if(TxBitCnt<=3'd4)begin
								nTxBitCnt=TxBitCnt+3'd1;
								end
							else begin
								nTxBitCnt=3'd0;
								nTxBusy=1'b0;
								nTxState=StTxIdle;
								end										
							end
						nTxBitExtCnt=TxBitExtCnt+4'd1;
						end
					default:begin
						nTxState=4'd0;
						nTxBitExtCnt=4'd0;
						nTxBitCnt=3'd0;
						nSerDataOut=1'b1;
						nPalDataTemp=8'd0;
						nTxBusy=1'b0;
						nParity=1'b0;
						end
					endcase
				end				
			end
		assign PalDataOutValid=GateClk&PalDataOutValidReg;
		assign PalDataInPermit=GateClk&(~TxBusy);
endmodule		
```

## ./run.sh

```bash
#!/bin/bash
# OpenROAD 26Q1-2900-gdf79404cd8, Yosys 0.63+post, stock flow scripts
make -C /OpenROAD-flow-scripts/flow DESIGN_CONFIG=/design/flow/config.mk WORK_HOME=/design/flow/orfs finish
```

## ./config.mk

```make
export PLATFORM = sky130hd
export DESIGN_NAME = Uart
export DESIGN_NICKNAME = Uart
export VERILOG_FILES = /design/flow/design.v
export SDC_FILE = /design/flow/constraint.sdc
export NUM_CORES = 4
export LEC_CHECK = 1
export CORE_UTILIZATION = 50
```

## ./constraint.sdc

```tcl
current_design Uart

set clk_period 3.2
set clk_io_pct 0.2

create_clock -name clk0 -period $clk_period [get_ports {Clk}]

set non_clock_inputs [all_inputs -no_clocks]
set_input_delay [expr $clk_period * $clk_io_pct] -clock clk0 $non_clock_inputs
set_output_delay [expr $clk_period * $clk_io_pct] -clock clk0 [all_outputs]
```

==> job_summary.md <==
## Implementation flow summary

| Metric | Value |
|---|---|
| Run status | completed |
| Clk pin slew, worst setup/hold paths | 0.09 ns |
| Clock power frac | 24.4% |
| Mux frac, synth | 4.743% |
| CTS Sinks | 53 |
| Largest net degree at the start of global routing | 33 |
| WS Path Type | reg2out |
| Slew Viols, Final | 0 |
| Pre-CTS WS | 0.9746 ns |
| Share of post-route cells with drive strength above 1 | 12.18% |
| Ys cells | 248 |
| Die Y | 73.54 um |
| Tightest Pin Transition | 0.6923 ns |
| Global-route wire length before repair | 7.679 mm |
| Ant diodes | 0 |
| Post-CTS Repair Setup Buffers | 0 |
| Power Total | 1.493 mW |
| AO/OA Area Share | 17.26% |
| TritonCTS buffer count | 5 |
| Sw Share | 28.46% |
| Mapped Cells | 248 |
| CP delay by family, top | flip-flops |
| PnR worst setup slack | 0.9018 ns |
| Peak VDD IR | 0.0002670 V |
| Relative slew slack | 53.85% |
| Drt wl/cell | 13.03 um |
| H-Tree Depth | 2 |
| Post-Synth XOR/XNOR Area | 2.396% |
| Residual DRC | 0 |
| CP max stage cell | dfrtp_1 |
| Top logic family | AND-OR/OR-AND gates |
| Fa+ha+maj area frac | 2.445% |
| TNS Setup | 0 ns |
| Max Clock Skew | 0.004852 ns |
| Initial Util | 53.12% |
| Number of DRC markers in iteration 0 | 117 |
| Crit path DRT | 2.56 ns |
| Synth Area per Inst | 10.32 sq um |
| Critical path arrival | 1.66 ns |
| Die width | 73.54 um |
| Main flop type | dfrtp_1 |
| All-Layer GR Usage | 19.04% |
| Register area share after synthesis | 52.13% |
| Static Leakage | 1.218 nW |
| # resized after CTS | 0 |
| Die ar. | 5407 sq um |
| Vias after detailed routing | 1816 |
| Max Cap Viol | 0 |
| Final Wtd Congestion | 0.8150 |
| Cell-by-cell trace of the critical path | nor2b_1, clkdlybuf4s50_1 |
| Dominant logic cell types in the final layout | dfrtp_1, nand2_1, o21ai_0, clkdlybuf4s50_1, inv_1 |
| Post-DRT Antenna Nets | 0 |
| P&R area growth vs syn | 14.13% |
| Tool warnings | 27 |
| Detail Placement HPWL | 3.112 mm |
| Sw Pwr | 424.8 uW |
| Largest fanout on the critical path | 20 |
| Max incr delay on CP | 0.66 ns |
| Vias in the first global route | 1711 |
| Final hold violation count | 0 |
| Worst skew pair latency | 0.30 ns |
| Yosys simple share | 17.02% |
| RSZ-0062 raised after global routing | false |
| Worst hold slack | 0.3561 ns |
| WP buf/inv | 1 |
| Most frequent logic cell in the layout | dfrtp_1 |
| Final setup fails | 0 |
| Final period utilization | 71.82% |
| Initial DRT Pass Iterations | 5 |
| Async SR Flop Fraction | 100.0% |
| Mapped Area | 2559 sq um |
| Yosys reg bits | 53 |
| Row Count | 25 |
| YS warnings | 1 |
| Maximum root-to-sink buffer count | 2 |
| YS chip area | 2559 sq um |
| Worst min-delay path category | reg2reg |
| Grt ovf | 0 |
| Pwr dens | 511.1 nW/um^2 |
| P_int | 1.068 mW |
| WL final | 4.404 mm |
| CTS tree | yes |
| CTS Hold Bufs | 0 |
| Avg Vias per Cell | 5.373 |
| Critical Path Start Type | flip-flop |
| Distinct lib cells used | 45 |
| I/O Buffers | 23 |
| Number of enable flip-flop cells | 0 |
| Top Ports | 24 |
| Combinational power share | 22.4% |
| Initial antenna violation count | 0 |
| Root buffer cell | clkbuf_8 |
| Fill cells | 437 |
| Core area | 4817 sq um |
| Sequential power share | 53.3% |
| Crit path capture type | output port |
| Final min period | 2.298 ns |
| Finished Core Util | 60.62% |
| FMAX | 435.1 MHz |
-- Yosys cell counts, drive strengths merged (2+ instances only) --
master	count	area share, %
a21oi	6	1.2
a22o	9	3.1
a31oi	2	0.49
a32o	2	0.78
and2	3	0.83
and3	2	0.49
and4	2	0.68
buf	5	1.2
clkbuf	5	0.73
dfrtp	47	46
dfstp	6	6.2
ha	5	2.4
inv	14	2.1
mux2	9	4.0
mux2i	2	0.78
nand2	39	5.7
nand2b	5	1.2
nand3	7	1.4
nand3b	2	0.59
nand4	2	0.49
nor2	5	0.83
nor2b	5	1.5
nor3	5	0.98
nor3b	2	0.59
o211ai	2	1.3
o21ai	26	5.2
o22ai	7	1.7
o2bb2ai	4	1.4
o31ai	3	0.88
or2	2	0.49
xnor2	6	2.1
-- cell families (layout without fill, tap and decap cells) --
family / count (synthesis) / in the layout
mux: 11 / 11
compound gates: 65 / 65
simple gates: 83 / 83
xor+xnor: 7 / 7
flops: 53 / 53
fa+ha+maj: 5 / 5
buf+inv: 24 / 47
-- layer usage --
| layer | GRT usage, % | up-vias | share of wire, % |
|---|---|---|---|
| li1 | - | 917 | - |
| met2 | 30.28 | 34 | 48 |
| met5 | 0 | - | 0 |
| met3 | 3.051 | 2 | 3.2 |
| met4 | 1.709 | 0 | 0.57 |
| met1 | 30.64 | 863 | 49 |
-- flip-flops by register name, indices dropped and copies added (netlist names) --
signal	flops
GateClk	1
TxBitExtCnt	4
Parity	1
TxState	6
RxBitCnt	4
TxBusy	1
PalDataOutValidReg	1
PalDataTemp	8
RxState	5
SerDataInSync1	1
SerDataInSync3	1
PalDataOut	9
SerDataOut	1
TxBitCnt	3
GateClkCnt	2
SerDataInSync2	1
RxSampleCnt	4
-- path summary, 6_finish.rpt --
kind	start	to	slack, ns	cells past startpoint
setup reg to reg	GateClk	TxBitCnt[1]	1.30	5
hold reg to reg	SerDataInSync2	SerDataInSync3	0.36	0
min in group asynchronous	Rstn	RxBitCnt[3]	0.37	1
hold / removal	SerDataInSync2	SerDataInSync3	0.36	0
max in group asynchronous	Rstn	TxState[0]	2.02	2
setup / recovery	GateClk	PalDataInPermit	0.90	2
-- stage by stage --
stage,instance area (sq um),std cells
after floorplan,2559,248
after global placement,2833,330
after detailed placement,2833,330
after CTS,2920,338
after global routing,2920,338
final,2920,338
-- power by group through the flow --
stage	registers, mW	clock network (mW)	logic, mW
CTS	0.796	0.390	0.343
global route	0.811	0.409	0.378
finish	0.795	0.364	0.334
-- area by class of cell --
type | count | area (sq um) | area share, %
well taps | 67 | 83.83 | 2.871
clock inverters | 2 | 15.01 | 0.5141
repair buffers | 25 | 240.2 | 8.226
flip-flops and latches | 53 | 1334 | 45.67
inverters | 14 | 52.55 | 1.799
clock buffers | 6 | 72.57 | 2.485
multi-input cells | 171 | 1122 | 38.43
Power figures rest on the tool's default switching activity, not on a simulated workload.
